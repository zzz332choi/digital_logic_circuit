==> flow/design.v <==
module fa(a, b, ci, co, s);
	input a, b, ci;  
	output co, s;  
	ha ha0(.s(sm), .co(c1), .a(b), .b(ci)); 	 
	ha ha1(.s(s), .co(c2), .a(a), .b(sm));  
	_or2 or20(.y(co), .a(c2), .b(c1));  
endmodule
module rca4(a, b, ci, co, s);
	input [3:0] a, b;  
	input ci;  
	output [3:0] s;  
	output co;  
	wire [2:0] c;  
	fa fa0(.s(s[0]), .co(c[0]), .a(a[0]), .b(b[0]), .ci(ci));  
	fa fa1(.s(s[1]), .co(c[1]), .a(a[1]), .b(b[1]), .ci(c[0]));  
	fa fa2(.s(s[2]), .co(c[2]), .a(a[2]), .b(b[2]), .ci(c[1]));  
	fa fa3(.s(s[3]), .co(co), .a(a[3]), .b(b[3]), .ci(c[2]));  
endmodule
module rca32(a, b, ci, co, s);
	input[31:0] a, b;  
	input ci;  
	output co;  
	output[31:0] s;  
	wire[6:0] c;  
	rca4 rca40(.a(a[3:0]), .b(b[3:0]), .ci(ci), .s(s[3:0]), .co(c[0]));  
	rca4 rca41(.a(a[7:4]), .b(b[7:4]), .ci(c[0]), .s(s[7:4]), .co(c[1]));  
	rca4 rca42(.a(a[11:8]), .b(b[11:8]), .ci(c[1]), .s(s[11:8]), .co(c[2]));  
	rca4 rca43(.a(a[15:12]), .b(b[15:12]), .ci(c[2]), .s(s[15:12]), .co(c[3]));  
	rca4 rca44(.a(a[19:16]), .b(b[19:16]), .ci(c[3]), .s(s[19:16]), .co(c[4]));  
	rca4 rca45(.a(a[23:20]), .b(b[23:20]), .ci(c[4]), .s(s[23:20]), .co(c[5]));  
	rca4 rca46(.a(a[27:24]), .b(b[27:24]), .ci(c[5]), .s(s[27:24]), .co(c[6]));  
	rca4 rca47(.a(a[31:28]), .b(b[31:28]), .ci(c[6]), .s(s[31:28]), .co(co));  
endmodule
module rca_clk(clk, a, b, ci, co, s);
	input [31:0] a, b;  
	input clk, ci;  
	output [31:0] s;  
	output co;  
	reg [31:0] reg_a, reg_b, reg_s;  
	reg reg_ci, reg_co;  
	wire [31:0] wire_s;  
	wire wire_co;  
	always @ (posedge clk)  
	begin
		reg_a <= a; 
		reg_b <= b;
		reg_ci <= ci;
		reg_s <= wire_s;
		reg_co <= wire_co;
	end
	rca32 RCA32(.a(reg_a), .b(reg_b), .ci(reg_ci), .s(wire_s), .co(wire_co));  
	assign s = reg_s; 
	assign co = reg_co;
endmodule
module _nand2(y, a, b);
	output y;
	input a, b;
	assign y = !(a&b);  
endmodule
module _inv(y, a); 
	output y;  
	input a;  
	assign y = !a;  
endmodule
module _and2(y, a, b);
	output y;  
	input a, b;  
	assign y= a & b;   
endmodule
module _or2(y, a, b);
	output y;  
	input a, b;  
	assign y = a | b;  
endmodule
module _xor2(y, a, b);
	output y;
	input a, b;
	_inv inv0(.y(w0), .a(a));  
	_inv inv1(.y(w1), .a(b));  
	_and2 and20(.y(w2), .a(a), .b(w1));  
	_and2 and21(.y(w3), .a(w0), .b(b));  
	_or2 or20(.y(y), .a(w2), .b(w3));   
endmodule
module _and3(a, b, c, y);
	output y;
	input a, b, c;
	assign y = a & b & c;  
endmodule
module _and4(a, b, c, d, y);
	output y;
	input a, b, c, d;
	assign y = a & b & c & d;  
endmodule
module _and5(a, b, c, d, e, y);
	output y;
	input a, b, c, d, e;
	assign y = a & b & c & d & e;  
endmodule
module _or3(y, a, b, c);
	output y;  
	input a, b, c;  
	assign y = a | b | c;  
endmodule
module _or4(y, a, b, c, d);
	output y;  
	input a, b, c, d;  
	assign y = a | b | c | d;  
endmodule
module _or5(y, a, b, c, d, e);
	output y;  
	input a, b, c, d, e;  
	assign y = a | b | c | d | e;  
endmodule
module _inv_4bits(a, y);
	input [3:0] a;  
	output [3:0] y;  
	assign y = ~a;  
endmodule
module _and2_4bits(a, b, y);
	input [3:0] a, b;  
	output [3:0] y;  
	assign y = a & b;  
endmodule
module _or2_4bits(a, b, y);
	input [3:0] a, b;  
	output [3:0] y;  
	assign y = a | b;  
endmodule
module _xor2_4bits(a, b, y);
	input [3:0] a, b;  
	output [3:0] y;  
	_xor2 U0_xor2(.a(a[0]), .b(b[0]), .y(y[0]));  
	_xor2 U1_xor2(.a(a[1]), .b(b[1]), .y(y[1]));  
	_xor2 U2_xor2(.a(a[2]), .b(b[2]), .y(y[2]));  
	_xor2 U3_xor2(.a(a[3]), .b(b[3]), .y(y[3]));  
endmodule
module _xnor2_4bits(a, b, y);
	input [3:0] a, b;  
	output [3:0] y;  
	wire[3:0] w0;  
	_xor2_4bits U0_xor2_4bits(.a(a), .b(b), .y(w0));  
	_inv_4bits U1_inv_4bits(.a(w0), .y(y));  
endmodule
module _inv_32bits(a, y);
	input [31:0] a; 	 
	output [31:0] y;   
	assign y = ~a;  
endmodule
module _and2_32bits(a, b, y);
	input [31:0] a, b;  
	output [31:0] y; 	  
	assign y = a & b;
endmodule
module _or2_32bits(a, b, y);
	input [31:0] a, b;  
	output [31:0] y; 	  
	assign y = a | b;
endmodule
module _xor2_32bits(a, b, y);
	input [31:0] a, b;  
	output [31:0] y; 	  
	_xor2_4bits U0_xor2_4bits(.a(a[3:0]), .b(b[3:0]), .y(y[3:0]));			 
	_xor2_4bits U1_xor2_4bits(.a(a[7:4]), .b(b[7:4]), .y(y[7:4]));			 
	_xor2_4bits U2_xor2_4bits(.a(a[11:8]), .b(b[11:8]), .y(y[11:8]));		 
	_xor2_4bits U3_xor2_4bits(.a(a[15:12]), .b(b[15:12]), .y(y[15:12]));	 
	_xor2_4bits U4_xor2_4bits(.a(a[19:16]), .b(b[19:16]), .y(y[19:16]));	 
	_xor2_4bits U5_xor2_4bits(.a(a[23:20]), .b(b[23:20]), .y(y[23:20]));	 
	_xor2_4bits U6_xor2_4bits(.a(a[27:24]), .b(b[27:24]), .y(y[27:24]));	 
	_xor2_4bits U7_xor2_4bits(.a(a[31:28]), .b(b[31:28]), .y(y[31:28]));	 
endmodule
module _xnor2_32bits(a, b, y);
	input [31:0] a, b;  
	output [31:0] y; 	  
	_xnor2_4bits U0_xnor2_4bits(.a(a[3:0]), .b(b[3:0]), .y(y[3:0]));			 
	_xnor2_4bits U1_xnor2_4bits(.a(a[7:4]), .b(b[7:4]), .y(y[7:4]));			 
	_xnor2_4bits U2_xnor2_4bits(.a(a[11:8]), .b(b[11:8]), .y(y[11:8]));		 
	_xnor2_4bits U3_xnor2_4bits(.a(a[15:12]), .b(b[15:12]), .y(y[15:12]));	 
	_xnor2_4bits U4_xnor2_4bits(.a(a[19:16]), .b(b[19:16]), .y(y[19:16]));	 
	_xnor2_4bits U5_xnor2_4bits(.a(a[23:20]), .b(b[23:20]), .y(y[23:20]));	 
	_xnor2_4bits U6_xnor2_4bits(.a(a[27:24]), .b(b[27:24]), .y(y[27:24]));	 
	_xnor2_4bits U7_xnor2_4bits(.a(a[31:28]), .b(b[31:28]), .y(y[31:28]));	 
endmodule
module _buffer_127bits(a, y);
	input [126:0] a;	 
	output [126:0]	y;	 
	assign y = a;
endmodule
module _inv_64bits(y, a); 
	output [63:0] y;	 
	input [63:0] a; 	 
	assign y = !a;  
endmodule
module ha(a, b, co, s);
	input a, b;  
	output co, s;  
	_and2 and20(.y(co), .a(a), .b(b));  
	_xor2 xor20(.y(s), .a(a), .b(b));  
endmodule
==> flow/run.sh <==
#!/bin/bash
# OpenROAD 26Q1-2900-gdf79404cd8, Yosys 0.63+post, stock flow scripts
make -C /OpenROAD-flow-scripts/flow DESIGN_CONFIG=/design/flow/config.mk WORK_HOME=/design/flow/orfs finish
==> flow/config.mk <==
export PLATFORM = sky130hd
export DESIGN_NAME = rca_clk
export DESIGN_NICKNAME = rca_clk
export VERILOG_FILES = /design/flow/design.v
export SDC_FILE = /design/flow/constraint.sdc
export NUM_CORES = 4
export LEC_CHECK = 1
export CORE_UTILIZATION = 30
==> flow/constraint.sdc <==
current_design rca_clk

set clk_period 19.5
set clk_io_pct 0.2

create_clock -name clk0 -period $clk_period [get_ports {clk}]

set non_clock_inputs [all_inputs -no_clocks]
set_input_delay [expr $clk_period * $clk_io_pct] -clock clk0 $non_clock_inputs
set_output_delay [expr $clk_period * $clk_io_pct] -clock clk0 [all_outputs]
==> ci_impl_report.md <==
## PnR job results

| Metric | Value |
|---|---|
| CTS resizes | `0` |
| Max-cap violations | `0` |
| Setup crit start kind | `register` |
| Routability Congestion | `0.724` |
| CTS Buffer Depth | `2` |
| Largest net degree at the start of global routing | `15` |
| Reg2Reg Launch Point | `reg_b[0]` |
| Leak | `2.04 nW` |
| Hold_buf cts | `0` |
| Fp util | `0.314` |
| R2r endpoint | `reg_s[31]` |
| Hpwl dp | `3170 um` |
| Rows | `35` |
| Outcome | `complete, no violations` |
| Fmax | `77.5 MHz` |
| Post-layout power | `404 uW` |
| FF-to-FF setup slack | `6600 ps` |
| Vias/cell | `3.42` |
| Final hold violation count | `0` |
| TNS Setup | `0 ps` |
| Syn Area/Cell | `13.2 um2` |
| Routed WL per cell | `8.58 um` |
| Crit path time final | `12,900 ps` |
| Final Core Density | `0.454` |
| # IOs | `99` |
| Critical path class | `register to register` |
| Distinct cell type count after synthesis | `3` |
| Post-route DRC | `0` |
| Bufs and invs on worst path | `2` |
| Worst-path fanout max | `1` |
| GRT overflow | `0` |
| Registers, synthesis | `98` |
| Final Max Tran Viols | `0` |
| Worst Path Required | `19,750 ps` |
| Share of post-route cells with drive strength above 1 | `0.0325` |
| Most common cell on crit path | `fa_1` |
| Final setup violating endpoints | `0` |
| Critical path capture point type | `register` |
| CP max stage cell | `fa_1` |
| GRT Resource Usage Total | `0.0860` |
| Total CTS buffers | `9` |
| RSZ-0062 raised after global routing | `false` |
| Hold Crit Class | `register to register` |
| Count of tool warnings | `25` |
| CP top delay family | `adder cells` |
| Yosys Chip Area | `2960 um2` |
| Setup Skew | `7.68 ps` |
| DR iter-0 viols | `7` |
| CTS H-tree depth | `3` |
| Initial antenna violation count | `0` |
| Synth Instances | `225` |
| Clock Root Buffer | `clkbuf_8` |
| Synth-to-Final Area Change | `44.6%` |
| Fillers | `855` |
| Final WL | `4010 um` |
| Period utilisation layout | `0.662` |
| Vias in the first global route | `1,589` |
| # Cells Yosys | `225` |
| Core ar. | `9420 um2` |
| Vert. Die Dim | `101 um` |
| Hold Crit Depth | `1` |
| First-pass GRT wire length | `6560 um` |
| I/O Buffers | `98` |
| Worst-case vdd ir drop | `0.0705 mV` |
| Path depth of the worst reg2reg path | `34` |
| Post-synth seq share | `0.663` |
| Worst skew pair latency | `350 ps` |
| Clk sink count | `98` |
| TritonCTS clock tree | `built` |
| Worst Hold Launch | `reg_a[0]` |
| Hold slack final | `506 ps` |
| Setup WS post-layout | `6600 ps` |
| Synth warn | `8` |
| Worst hold endpoint | `reg_s[0]` |
| Clk slew on worst S/H paths | `80 ps` |
| DRT Pass-1 Iters | `3` |
| Arr. time, crit path | `13,150 ps` |
| Final antenna diode count | `0` |
| Slowest Stage Delay on Critical Path | `490 ps` |
| Die footprint | `10,300 um2` |
| Die Wd | `101 um` |
| Worst slew pin tran | `112 ps` |
| Post-CTS setup buffers | `0` |
| Setup WS pre-CTS | `6530 ps` |
| Final ANT Viol Nets | `0` |
| Vias | `1,596` |
| Synthesized area | `2960 um2` |
| Max transition margin | `0.925` |
| Power density cells | `94.3 nW/um2` |
-- cell type report --
cell class	count	area [um2]	share of cell area
Timing Repair Buffer	98	981	0.229
Sequential cell	98	1960	0.458
Clock inverter	2	38.8	0.00906
Clock buffer	13	139	0.0325
Multi-Input combinational cell	32	641	0.150
Tap cell	129	161	0.0377
Inverter	95	357	0.0833
-- layout by cell type, fill, tap and decap left out --
cell             netlist  final
bufinv_16              0      1
fa_1                  32     32
clkbuf_1               0      4
clkbuf_8               0      9
clkinv_4               0      1
inv_1                 95     95
dfxtp_1               98     98
clkdlybuf4s50_1        0     98
-- how the worst max path moves through the flow --
stage,start,endpoint,slack (ps),depth (start not counted)
final,reg_b[0],reg_s[31],6600,34
after CTS,reg_b[0],reg_s[31],6520,34
after global routing,reg_ci,reg_s[31],6160,34
-- routing by layer --
layer | wire [um] | vias up | GRT usage
met1 | 1590 | 718 | 0.114
li1 | - | 803 | -
met4 | 99 | 0 | 0.0156
met5 | 0 | - | 0
met2 | 1810 | 67 | 0.133
met3 | 507 | 8 | 0.0427
-- cells by family (layout without fill, tap and decap cells) --
kind of cell | after synthesis | in the layout | synth area share
DFF | 98 | 98 | 0.663
adders and majority gates | 32 | 32 | 0.216
buffers and inverters | 95 | 208 | 0.121
-- sequential cells by signal, summed over array words and instances (netlist names) --
| register | flops |
|---|---|
| reg_co | 1 |
| reg_a | 32 |
| reg_s | 32 |
| reg_ci | 1 |
| reg_b | 32 |
-- stage by stage --
step           area (um2)  instances
6_report             4280        467
5_1_grt              4280        467
4_1_cts              4280        467
3_5_place_dp         4100        452
3_3_place_gp         4100        452
2_1_floorplan        2960        225
-- Yosys cell counts, drive strengths merged --
cell type   n  area share
fa         32        0.22
dfxtp      98        0.66
inv        95        0.12
-- report_power, final --
group | internal (mW) | switching (mW)
Sequential | 0.221 | 0.00531
Combinational | 0.0421 | 0.0154
Clock | 0.0591 | 0.0605
Power is estimated from default activity; no workload was simulated.
