`/design/flow/config.mk`:
```
export PLATFORM = sky130hd
export DESIGN_NAME = cla_clk
export DESIGN_NICKNAME = cla_clk
export VERILOG_FILES = /design/flow/design.v
export SDC_FILE = /design/flow/constraint.sdc
export NUM_CORES = 4
export LEC_CHECK = 1
export CORE_UTILIZATION = 50
```
`/design/flow/constraint.sdc`:
```
current_design cla_clk

set clk_period 7.4
set clk_io_pct 0.2

create_clock -name clk0 -period $clk_period [get_ports {clk}]

set non_clock_inputs [all_inputs -no_clocks]
set_input_delay [expr $clk_period * $clk_io_pct] -clock clk0 $non_clock_inputs
set_output_delay [expr $clk_period * $clk_io_pct] -clock clk0 [all_outputs]
```
`/design/flow/design.v`:
```
module cla_clk(clk, a, b, ci, co, s);
	input [31:0] a, b;  
	input clk, ci;  
	output [31:0] s;  
	output co;  
	reg [31:0] reg_a, reg_b, reg_s;  
	reg reg_ci, reg_co;  
	wire [31:0] wire_s;  
	wire wire_co;  
	always @ (posedge clk)  
	begin
		reg_a <= a; 
		reg_b <= b;
		reg_ci <= ci;
		reg_s <= wire_s;
		reg_co <= wire_co;
	end
	cla32 CLA32(.a(reg_a), .b(reg_b), .ci(reg_ci), .s(wire_s), .co(wire_co));  
	assign s = reg_s; 
	assign co = reg_co;
endmodule
module cla32(a, b, ci, co, s);
	input[31:0] a, b;  
	input ci;  
	output co;  
	output[31:0] s;  
	wire[6:0] c;  
	cla4 cla40(.a(a[3:0]), .b(b[3:0]), .ci(ci), .s(s[3:0]), .co(c[0]));  
	cla4 cla41(.a(a[7:4]), .b(b[7:4]), .ci(c[0]), .s(s[7:4]), .co(c[1]));  
	cla4 cla42(.a(a[11:8]), .b(b[11:8]), .ci(c[1]), .s(s[11:8]), .co(c[2]));  
	cla4 cla43(.a(a[15:12]), .b(b[15:12]), .ci(c[2]), .s(s[15:12]), .co(c[3]));  
	cla4 cla44(.a(a[19:16]), .b(b[19:16]), .ci(c[3]), .s(s[19:16]), .co(c[4]));  
	cla4 cla45(.a(a[23:20]), .b(b[23:20]), .ci(c[4]), .s(s[23:20]), .co(c[5]));  
	cla4 cla46(.a(a[27:24]), .b(b[27:24]), .ci(c[5]), .s(s[27:24]), .co(c[6]));  
	cla4 cla47(.a(a[31:28]), .b(b[31:28]), .ci(c[6]), .s(s[31:28]), .co(co));  
endmodule
module cla4(a, b, ci, co, s);
	input [3:0] a, b;  
	input ci;  
	output co;  
	output [3:0] s;  
	wire [3:0] c;  
	fa_v2 fa_v20(.a(a[0]), .b(b[0]), .ci(ci), .s(s[0]));	  
	fa_v2 fa_v21(.a(a[1]), .b(b[1]), .ci(c[0]), .s(s[1]));  
	fa_v2 fa_v22(.a(a[2]), .b(b[2]), .ci(c[1]), .s(s[2]));  
	fa_v2 fa_v23(.a(a[3]), .b(b[3]), .ci(c[2]), .s(s[3]));  
	clb4 clb40(.a(a), .b(b), .ci(ci), .c1(c[0]), .c2(c[1]), .c3(c[2]), .co(co));  
endmodule
module clb4(a, b, ci, c1, c2, c3, co);
	input [3:0] a, b;  
	input ci;  
	output c1, c2, c3, co;  
	wire [3:0] p, g;
	wire w0_c1;
	wire w0_c2, w1_c2;
	wire w0_c3, w1_c3, w2_c3;
	wire w0_co, w1_co, w2_co, w3_co;
	_and2 U0_and2(.a(a[0]),.b(b[0]),.y(g[0]));  
	_and2 U1_and2(.a(a[1]),.b(b[1]),.y(g[1]));  
	_and2 U2_and2(.a(a[2]),.b(b[2]),.y(g[2]));  
	_and2 U3_and2(.a(a[3]),.b(b[3]),.y(g[3]));  
	_or2 U4_or2(.a(a[0]),.b(b[0]),.y(p[0]));  
	_or2 U5_or2(.a(a[1]),.b(b[1]),.y(p[1]));  
	_or2 U6_or2(.a(a[2]),.b(b[2]),.y(p[2]));  
	_or2 U7_or2(.a(a[3]),.b(b[3]),.y(p[3]));  
	_and2 U8_and2(.a(p[0]), .b(ci), .y(w0_c1));  
	_or2 U9_or2(.a(g[0]), .b(w0_c1), .y(c1));    
	_and3 U10_and3(.a(p[1]), .b(p[0]), .c(ci), .y(w0_c2));  
	_and2 U11_and2(.a(p[1]), .b(g[0]), .y(w1_c2)); 			  
	_or3 U12_or3(.a(g[1]), .b(w1_c2), .c(w0_c2), .y(c2));   
	_and2 U13_and2(.a(p[2]), .b(g[1]), .y(w0_c3));							 
	_and3 U14_and3(.a(p[2]), .b(p[1]), .c(g[0]), .y(w1_c3));				 
	_and4 U15_and4(.a(p[2]), .b(p[1]), .c(p[0]), .d(ci), .y(w2_c3));	 
	_or4 U16_or4(.a(g[2]), .b(w0_c3), .c(w1_c3), .d(w2_c3), .y(c3));	 
	_and2 U17_and2(.a(p[3]), .b(g[2]), .y(w0_co));											 
	_and3 U18_and3(.a(p[3]), .b(p[2]), .c(g[1]), .y(w1_co));								 
	_and4 U19_and4(.a(p[3]), .b(p[2]), .c(p[1]), .d(g[0]), .y(w2_co));				 
	_and5 U20_and5(.a(p[3]), .b(p[2]), .c(p[1]), .d(p[0]), .e(ci), .y(w3_co));		 
	_or5 U21_or5(.a(g[3]), .b(w0_co), .c(w1_co), .d(w2_co), .e(w3_co), .y(co));	 
endmodule
module fa_v2(a, b, ci, s);
	input a, b, ci;  
	output s;  
	ha ha0(.s(sm), .co(c1), .a(b), .b(ci)); 	 
	ha ha1(.s(s), .co(c2), .a(a), .b(sm));  
endmodule
module _nand2(y, a, b);
	output y;
	input a, b;
	assign y = !(a&b);  
endmodule
module _inv(y, a); 
	output y;  
	input a;  
	assign y = !a;  
endmodule
module _and2(y, a, b);
	output y;  
	input a, b;  
	assign y= a & b;   
endmodule
module _or2(y, a, b);
	output y;  
	input a, b;  
	assign y = a | b;  
endmodule
module _xor2(y, a, b);
	output y;
	input a, b;
	_inv inv0(.y(w0), .a(a));  
	_inv inv1(.y(w1), .a(b));  
	_and2 and20(.y(w2), .a(a), .b(w1));  
	_and2 and21(.y(w3), .a(w0), .b(b));  
	_or2 or20(.y(y), .a(w2), .b(w3));   
endmodule
module _and3(a, b, c, y);
	output y;
	input a, b, c;
	assign y = a & b & c;  
endmodule
module _and4(a, b, c, d, y);
	output y;
	input a, b, c, d;
	assign y = a & b & c & d;  
endmodule
module _and5(a, b, c, d, e, y);
	output y;
	input a, b, c, d, e;
	assign y = a & b & c & d & e;  
endmodule
module _or3(y, a, b, c);
	output y;  
	input a, b, c;  
	assign y = a | b | c;  
endmodule
module _or4(y, a, b, c, d);
	output y;  
	input a, b, c, d;  
	assign y = a | b | c | d;  
endmodule
module _or5(y, a, b, c, d, e);
	output y;  
	input a, b, c, d, e;  
	assign y = a | b | c | d | e;  
endmodule
module _inv_4bits(a, y);
	input [3:0] a;  
	output [3:0] y;  
	assign y = ~a;  
endmodule
module _and2_4bits(a, b, y);
	input [3:0] a, b;  
	output [3:0] y;  
	assign y = a & b;  
endmodule
module _or2_4bits(a, b, y);
	input [3:0] a, b;  
	output [3:0] y;  
	assign y = a | b;  
endmodule
module _xor2_4bits(a, b, y);
	input [3:0] a, b;  
	output [3:0] y;  
	_xor2 U0_xor2(.a(a[0]), .b(b[0]), .y(y[0]));  
	_xor2 U1_xor2(.a(a[1]), .b(b[1]), .y(y[1]));  
	_xor2 U2_xor2(.a(a[2]), .b(b[2]), .y(y[2]));  
	_xor2 U3_xor2(.a(a[3]), .b(b[3]), .y(y[3]));  
endmodule
module _xnor2_4bits(a, b, y);
	input [3:0] a, b;  
	output [3:0] y;  
	wire[3:0] w0;  
	_xor2_4bits U0_xor2_4bits(.a(a), .b(b), .y(w0));  
	_inv_4bits U1_inv_4bits(.a(w0), .y(y));  
endmodule
module _inv_32bits(a, y);
	input [31:0] a; 	 
	output [31:0] y;   
	assign y = ~a;  
endmodule
module _and2_32bits(a, b, y);
	input [31:0] a, b;  
	output [31:0] y; 	  
	assign y = a & b;
endmodule
module _or2_32bits(a, b, y);
	input [31:0] a, b;  
	output [31:0] y; 	  
	assign y = a | b;
endmodule
module _xor2_32bits(a, b, y);
	input [31:0] a, b;  
	output [31:0] y; 	  
	_xor2_4bits U0_xor2_4bits(.a(a[3:0]), .b(b[3:0]), .y(y[3:0]));			 
	_xor2_4bits U1_xor2_4bits(.a(a[7:4]), .b(b[7:4]), .y(y[7:4]));			 
	_xor2_4bits U2_xor2_4bits(.a(a[11:8]), .b(b[11:8]), .y(y[11:8]));		 
	_xor2_4bits U3_xor2_4bits(.a(a[15:12]), .b(b[15:12]), .y(y[15:12]));	 
	_xor2_4bits U4_xor2_4bits(.a(a[19:16]), .b(b[19:16]), .y(y[19:16]));	 
	_xor2_4bits U5_xor2_4bits(.a(a[23:20]), .b(b[23:20]), .y(y[23:20]));	 
	_xor2_4bits U6_xor2_4bits(.a(a[27:24]), .b(b[27:24]), .y(y[27:24]));	 
	_xor2_4bits U7_xor2_4bits(.a(a[31:28]), .b(b[31:28]), .y(y[31:28]));	 
endmodule
module _xnor2_32bits(a, b, y);
	input [31:0] a, b;  
	output [31:0] y; 	  
	_xnor2_4bits U0_xnor2_4bits(.a(a[3:0]), .b(b[3:0]), .y(y[3:0]));			 
	_xnor2_4bits U1_xnor2_4bits(.a(a[7:4]), .b(b[7:4]), .y(y[7:4]));			 
	_xnor2_4bits U2_xnor2_4bits(.a(a[11:8]), .b(b[11:8]), .y(y[11:8]));		 
	_xnor2_4bits U3_xnor2_4bits(.a(a[15:12]), .b(b[15:12]), .y(y[15:12]));	 
	_xnor2_4bits U4_xnor2_4bits(.a(a[19:16]), .b(b[19:16]), .y(y[19:16]));	 
	_xnor2_4bits U5_xnor2_4bits(.a(a[23:20]), .b(b[23:20]), .y(y[23:20]));	 
	_xnor2_4bits U6_xnor2_4bits(.a(a[27:24]), .b(b[27:24]), .y(y[27:24]));	 
	_xnor2_4bits U7_xnor2_4bits(.a(a[31:28]), .b(b[31:28]), .y(y[31:28]));	 
endmodule
module _buffer_127bits(a, y);
	input [126:0] a;	 
	output [126:0]	y;	 
	assign y = a;
endmodule
module _inv_64bits(y, a); 
	output [63:0] y;	 
	input [63:0] a; 	 
	assign y = !a;  
endmodule
module ha(a, b, co, s);
	input a, b;  
	output co, s;  
	_and2 and20(.y(co), .a(a), .b(b));  
	_xor2 xor20(.y(s), .a(a), .b(b));  
endmodule
```
`/design/flow/run.sh`:
```
#!/bin/bash
# OpenROAD 26Q1-2900-gdf79404cd8, Yosys 0.63+post, stock flow scripts
make -C /OpenROAD-flow-scripts/flow DESIGN_CONFIG=/design/flow/config.mk WORK_HOME=/design/flow/orfs finish
```
==> reports/metrics.cfg <==
[status]
outcome=finished, final reports clean

[sta]
fin_worst_skew_ns=0.007158
slew_headroom_pct=71.94
setup_tns_ns=0
finalCriticalPeriod_ns=2.868
fmax_ghz=0.3487
hold_viol=0
tightest_slew_ns=0.4173
period_used_pct=38.75
finalSetupViolations=0
drv_slew=0
rsz0062_at_grt=false

[synthesis]
ys_cells=301
edf_count=0
syn_inst=301
async_flop_share_pct=0
yosys-stat-area_um2=3448
yosys_warnings=8
synth_seq_share_pct=56.89
ff_type=dfxtp_1
avgSynthCellArea_um2=11.46
yosys.cell_types.count=42
synth-seq-cells=98
netlist_area_um2=3448

[cells_and_area]
drive_gt1_share_pct=6.506
final_cell_count_no_fill=492
area_delta_synth_final_pct=38.93
lay_top_cells=clkdlybuf4s50_1 (98), dfxtp_1 (98), xnor2_1 (41), inv_1 (27), nor2_1 (16)

[global_routing]
grt_pass1_wl_mm=9.315
antenna_found_initial=0
grt_start_max_net_pins=17
grt.overflow.total=0
gr-usage-all-layers_pct=16.77
grt_pass1_vias=2226

[clocking]
cts_buffers=9
ctsHoldBuffers=0
htree_num_levels=3
cts_setup_buffers=0
cts.path.max_buffers=2
cts_tree=done
clock-sinks=98
root_buffer=clkbuf_8
clk_latency_ns=0.35
post_cts_resized=0
clk_pin_slew_ns=0.08

[routing]
wire_per_inst_um=11.20
first_iter_violations=32
vias=2352
drc=0
insertedDiodeCount=0
finalWirelength_mm=5.511
first_pass_iters=4
postRouteAntennaNets=0
vias_per_cell=4.780

[placed_design]
hpwl_mm=4.152
gp_congestion=0.8497
dp_cells=476
port_buffers=98

[hold_path]
min_path_cells=1
hp-class=flip-flop to flip-flop

[power_and_ir_drop]
ir_worst_vdd_mv=0.1762
p_per_area_nw_per_um2=262.7
p_leak_uw=0.001907

[critical_path]
crit_path_max_fanout=4
critPathCaptureType=flip-flop
required_ns=7.68
start_kind=flip-flop
worstSetupPathType=flip-flop to flip-flop
reg2reg_depth=11
crit_arrival_ns=3.15

[job]
tool_warnings=26
drv_cap=0

[floorplanning]
die_w_um=85.05
fp_util_pct=53.09
die-height_um=85.05
core_area_um2=6495
io_pins=99
row_count=29
chip_area_um2=7233

==> logic make-up after synthesis <==
| logic type | after synthesis | share of synthesized area (%) |
|---|---|---|
| buf+inv | 28 | 3.048 |
| fa+ha+maj | 19 | 7.874 |
| flops | 98 | 56.89 |
| simple gates | 44 | 5.551 |
| compound gates | 64 | 14.44 |
| xor+xnor | 48 | 12.19 |
==> flip-flops by register name, summed over array words and instances (netlist names) <==
| name | flops |
|---|---|
| reg_co | 1 |
| reg_ci | 1 |
| reg_s | 32 |
| reg_a | 32 |
| reg_b | 32 |
==> power breakdown <==
group | switching [uW] | internal, uW | leakage [uW] | total [uW]
Combinational | 63.8 | 149 | 0.000949 | 213
Clock | 169 | 260 | 0.000131 | 429
Sequential | 29.7 | 587 | 0.000827 | 616
Total | 262 | 996 | 0.00191 | 1260
==> layer usage <==
layer  global-route usage (%)  part of all wire, %  wire length [um]
met5                        0                    0                 0
met4                    2.003                  1.3                74
met2                    27.57                   46              2559
met1                    22.41                   44              2410
met3                    6.713                  8.5               466
==> final cells by class <==
cell class | instances | area [um^2]
flip-flops and latches | 98 | 1962
fillers | 453 | 1704
multi-input cells | 175 | 1381
repair buffers | 98 | 980.9
clock inverters | 6 | 137.6
clock buffers | 10 | 127.6
inverters | 28 | 105.1
well taps | 77 | 96.34
==> cells in the mapped netlist (4+ instances only) <==
master / n / area [um^2]
a21oi_1: 13 / 65.06
a31oi_1: 5 / 31.28
dfxtp_1: 98 / 1962
fa_1: 8 / 160.2
inv_1: 27 / 101.4
maj3_1: 10 / 100.1
nand2_1: 15 / 56.30
nor2_1: 16 / 60.06
nor3_1: 4 / 20.02
o211ai_1: 4 / 30.03
o21ai_0: 7 / 35.03
o22ai_1: 8 / 50.05
xnor2_1: 41 / 359.1
xor2_1: 7 / 61.31
==> stage by stage <==
step | cell area, um^2 | util [%] | power [uW] | setup slack [ns] | hold WS, ns
2_1_floorplan | 3448 | - | 713.9 | 4.763 | 0.4555
3_3_place_gp | 4526 | 69.68 | 840.7 | 4.659 | 0.4626
3_5_place_dp | 4526 | 69.68 | 842.6 | 4.594 | 0.4776
4_1_cts | 4791 | 73.76 | 1275 | 4.540 | 0.4965
5_1_grt | 4791 | 73.76 | 1327 | 4.268 | 0.5155
6_report | 4791 | 73.76 | 1258 | 4.532 | 0.4940
==> critical path, stage by stage, from the launching register on <==
cell and delay (ns):
dfxtp_1 0.34, nor2_1 0.23, o21ai_0 0.16, a221oi_2 0.36, o2bb2ai_1 0.14, a21oi_2 0.17
a21boi_1 0.12, nand2b_1 0.19, maj3_1 0.37, fa_1 0.39, xnor2_1 0.19, xnor2_1 0.13
==> path summary, 6_finish.rpt <==
kind,slack (ns),to,startpoint
setup / recovery,4.53,reg_s[29]$_DFF_P_,reg_a[13]$_DFF_P_
hold / removal,0.49,reg_s[1]$_DFF_P_,reg_a[1]$_DFF_P_
setup reg to reg,4.53,reg_s[29]$_DFF_P_,reg_a[13]$_DFF_P_
hold reg to reg,0.49,reg_s[1]$_DFF_P_,reg_a[1]$_DFF_P_
Power figures rest on the tool's default switching activity, not on a simulated workload.
